===== /design/flow/design.v =====
`timescale 1ns/1ps
module alu(
	rst_n,          
	src1,           
	src2,           
	ALU_control,    
	bonus_control,  
	result,         
	zero,           
	cout,           
	overflow        
);
input				rst_n;
input	[32-1:0]	src1;
input	[32-1:0]	src2;
input	[4-1:0]		ALU_control;
input	[3-1:0]		bonus_control;
output	[32-1:0]	result;
output				zero;
output				cout;
output				overflow;
reg		[32-1:0]	result;
reg					zero;
reg					cout;
reg					overflow;
wire	[32-1:0] sm_result;
wire	[32-1:0] sm_cout;
reg less;
wire [32-1:0] sub_result;
reg equal;
alu_top b0 (src1[0] ,src2[0] ,less,ALU_control[3],ALU_control[2],ALU_control[2] ,ALU_control[1:0],equal,bonus_control[2:0],sm_result[0] ,sm_cout[1],sub_result[0]);
alu_top b1 (src1[1] ,src2[1] ,1'b0,ALU_control[3],ALU_control[2],sm_cout[1]		,ALU_control[1:0],1'b0,					 ,sm_result[1] ,sm_cout[2],sub_result[1]);
alu_top b2 (src1[2] ,src2[2] ,1'b0,ALU_control[3],ALU_control[2],sm_cout[2]		,ALU_control[1:0],1'b0,					 ,sm_result[2] ,sm_cout[3],sub_result[2]);
alu_top b3 (src1[3] ,src2[3] ,1'b0,ALU_control[3],ALU_control[2],sm_cout[3]		,ALU_control[1:0],1'b0,					 ,sm_result[3] ,sm_cout[4],sub_result[3]);
alu_top b4 (src1[4] ,src2[4] ,1'b0,ALU_control[3],ALU_control[2],sm_cout[4]		,ALU_control[1:0],1'b0,					 ,sm_result[4] ,sm_cout[5],sub_result[4]);
alu_top b5 (src1[5] ,src2[5] ,1'b0,ALU_control[3],ALU_control[2],sm_cout[5]		,ALU_control[1:0],1'b0,					 ,sm_result[5] ,sm_cout[6],sub_result[5]);
alu_top b6 (src1[6] ,src2[6] ,1'b0,ALU_control[3],ALU_control[2],sm_cout[6]		,ALU_control[1:0],1'b0,					 ,sm_result[6] ,sm_cout[7],sub_result[6]);
alu_top b7 (src1[7] ,src2[7] ,1'b0,ALU_control[3],ALU_control[2],sm_cout[7]		,ALU_control[1:0],1'b0,					 ,sm_result[7] ,sm_cout[8],sub_result[7]);
alu_top b8 (src1[8] ,src2[8] ,1'b0,ALU_control[3],ALU_control[2],sm_cout[8]		,ALU_control[1:0],1'b0,					 ,sm_result[8] ,sm_cout[9],sub_result[8]);
alu_top b9 (src1[9] ,src2[9] ,1'b0,ALU_control[3],ALU_control[2],sm_cout[9]		,ALU_control[1:0],1'b0,					 ,sm_result[9] ,sm_cout[10],sub_result[9]);
alu_top b10(src1[10],src2[10],1'b0,ALU_control[3],ALU_control[2],sm_cout[10]	,ALU_control[1:0],1'b0,					 ,sm_result[10],sm_cout[11],sub_result[10]);
alu_top b11(src1[11],src2[11],1'b0,ALU_control[3],ALU_control[2],sm_cout[11]	,ALU_control[1:0],1'b0,					 ,sm_result[11],sm_cout[12],sub_result[11]);
alu_top b12(src1[12],src2[12],1'b0,ALU_control[3],ALU_control[2],sm_cout[12]	,ALU_control[1:0],1'b0,					 ,sm_result[12],sm_cout[13],sub_result[12]);
alu_top b13(src1[13],src2[13],1'b0,ALU_control[3],ALU_control[2],sm_cout[13]	,ALU_control[1:0],1'b0,					 ,sm_result[13],sm_cout[14],sub_result[13]);
alu_top b14(src1[14],src2[14],1'b0,ALU_control[3],ALU_control[2],sm_cout[14]	,ALU_control[1:0],1'b0,					 ,sm_result[14],sm_cout[15],sub_result[14]);
alu_top b15(src1[15],src2[15],1'b0,ALU_control[3],ALU_control[2],sm_cout[15]	,ALU_control[1:0],1'b0,					 ,sm_result[15],sm_cout[16],sub_result[15]);
alu_top b16(src1[16],src2[16],1'b0,ALU_control[3],ALU_control[2],sm_cout[16]	,ALU_control[1:0],1'b0,					 ,sm_result[16],sm_cout[17],sub_result[16]);
alu_top b17(src1[17],src2[17],1'b0,ALU_control[3],ALU_control[2],sm_cout[17]	,ALU_control[1:0],1'b0,					 ,sm_result[17],sm_cout[18],sub_result[17]);
alu_top b18(src1[18],src2[18],1'b0,ALU_control[3],ALU_control[2],sm_cout[18]	,ALU_control[1:0],1'b0,					 ,sm_result[18],sm_cout[19],sub_result[18]);
alu_top b19(src1[19],src2[19],1'b0,ALU_control[3],ALU_control[2],sm_cout[19]	,ALU_control[1:0],1'b0,					 ,sm_result[19],sm_cout[20],sub_result[19]);
alu_top b20(src1[20],src2[20],1'b0,ALU_control[3],ALU_control[2],sm_cout[20]	,ALU_control[1:0],1'b0,					 ,sm_result[20],sm_cout[21],sub_result[20]);
alu_top b21(src1[21],src2[21],1'b0,ALU_control[3],ALU_control[2],sm_cout[21]	,ALU_control[1:0],1'b0,					 ,sm_result[21],sm_cout[22],sub_result[21]);
alu_top b22(src1[22],src2[22],1'b0,ALU_control[3],ALU_control[2],sm_cout[22]	,ALU_control[1:0],1'b0,					 ,sm_result[22],sm_cout[23],sub_result[22]);
alu_top b23(src1[23],src2[23],1'b0,ALU_control[3],ALU_control[2],sm_cout[23]	,ALU_control[1:0],1'b0,					 ,sm_result[23],sm_cout[24],sub_result[23]);
alu_top b24(src1[24],src2[24],1'b0,ALU_control[3],ALU_control[2],sm_cout[24]	,ALU_control[1:0],1'b0,					 ,sm_result[24],sm_cout[25],sub_result[24]);
alu_top b25(src1[25],src2[25],1'b0,ALU_control[3],ALU_control[2],sm_cout[25]	,ALU_control[1:0],1'b0,					 ,sm_result[25],sm_cout[26],sub_result[25]);
alu_top b26(src1[26],src2[26],1'b0,ALU_control[3],ALU_control[2],sm_cout[26]	,ALU_control[1:0],1'b0,					 ,sm_result[26],sm_cout[27],sub_result[26]);
alu_top b27(src1[27],src2[27],1'b0,ALU_control[3],ALU_control[2],sm_cout[27]	,ALU_control[1:0],1'b0,					 ,sm_result[27],sm_cout[28],sub_result[27]);
alu_top b28(src1[28],src2[28],1'b0,ALU_control[3],ALU_control[2],sm_cout[28]	,ALU_control[1:0],1'b0,					 ,sm_result[28],sm_cout[29],sub_result[28]);
alu_top b29(src1[29],src2[29],1'b0,ALU_control[3],ALU_control[2],sm_cout[29]	,ALU_control[1:0],1'b0,					 ,sm_result[29],sm_cout[30],sub_result[29]);
alu_top b30(src1[30],src2[30],1'b0,ALU_control[3],ALU_control[2],sm_cout[30]	,ALU_control[1:0],1'b0,					 ,sm_result[30],sm_cout[31],sub_result[30]);
alu_top b31(src1[31],src2[31],1'b0,ALU_control[3],ALU_control[2],sm_cout[31]	,ALU_control[1:0],1'b0,					 ,sm_result[31],sm_cout[0],sub_result[31]);
always @(*)
begin
	if(rst_n==1)
		result[31:0]<=sm_result[31:0];
end
always @(*)
begin
	if(rst_n)
		if(ALU_control[3:1]==3'b011)  
		begin
			overflow=~sm_cout[0];
			less=overflow;
			if(sub_result==32'b0)
				equal=1;
			else
				equal=0;
		end
		else
			overflow=sm_cout[0];
	else
		overflow=0;
end
always @(*)
begin
	if(rst_n==1&&result==32'b0)
		zero=1'b1;
	else
		zero=1'b0;
end
always @(*)
begin
	if(rst_n==1&&ALU_control!=4'b0111)
		cout=sm_cout[0];
	else
		cout=0;
end
endmodule
`timescale 1ns/1ps
module alu_top(
	src1,		 
	src2,		 
	less,		 
	A_invert,	 
	B_invert,	 
	cin,		 
	operation,	 
	equal,		 
	cmp,		 
	result,		 
	cout,		 
	sub_result	 
);
input			src1;
input			src2;
input			less;
input			A_invert;
input			B_invert;
input			cin;
input	[2-1:0]	operation;
input			equal;
input [3-1:0]	cmp;
output			result;
output			cout;
output	sub_result;
reg				result;
reg	cout;
wire	cmp_result;
reg sub_result;
compare c(less,equal,cmp,cmp_result);
always@( * )
begin
	case(operation)
		2'b00:
			begin
				result = (src1^A_invert)&(src2^B_invert);
				cout = cin;
			end
		2'b01:
			begin
				result = (src1^A_invert)|(src2^B_invert);
				cout = cin;
			end
		2'b10:
			begin
				{cout,result} = (src1^A_invert)+(src2^B_invert)+cin;
			end
		2'b11:
			begin
				{cout,sub_result} = (src1^A_invert)+(src2^B_invert)+cin;
				result=cmp_result;
			end
	endcase
end
endmodule
module compare(
	less,		 
	equal,	 
	cmp,		 
	result	 
);
input				less;
input				equal;
input	[3-1:0]	cmp;
output 			result;
reg result;
always @(*)
begin
	case(cmp)
		3'b000:	result=less;
		3'b001:	result=less|equal;
		3'b010:	result=~equal;
		3'b011:	result=equal;
		3'b111:	result=~less;
		3'b110:	result=(~less)&(~equal);
		default:	result=0;
	endcase
end
endmodule

===== /design/flow/run.sh =====
#!/bin/bash
# OpenROAD 26Q1-2900-gdf79404cd8, Yosys 0.63+post, stock flow scripts
make -C /OpenROAD-flow-scripts/flow DESIGN_CONFIG=/design/flow/config.mk WORK_HOME=/design/flow/orfs finish

===== /design/flow/config.mk =====
export PLATFORM = sky130hd
export DESIGN_NAME = alu
export DESIGN_NICKNAME = alu
export VERILOG_FILES = /design/flow/design.v
export SDC_FILE = /design/flow/constraint.sdc
export NUM_CORES = 4
export LEC_CHECK = 1
export CORE_UTILIZATION = 30

===== /design/flow/constraint.sdc =====
current_design alu

set clk_period 19.5
set clk_io_pct 0.2

create_clock -name clk0 -period $clk_period

set non_clock_inputs [all_inputs -no_clocks]
set_input_delay [expr $clk_period * $clk_io_pct] -clock clk0 $non_clock_inputs
set_output_delay [expr $clk_period * $clk_io_pct] -clock clk0 [all_outputs]

==> flow_metrics.tcl <==
# place-and-route summary
set metrics [dict create \
    p_int_mw 0.1005 \
    wl_um 11340 \
    grt_overflow 0 \
    final_antenna_net_count 0 \
    yosysChipArea_sq_um 4673 \
    critPathLaunchType "primary input" \
    largest_reg_flops 32 \
    peakVddDrop_mv 0.01045 \
    failed_checks "setup timing" \
    required_ns 15.60 \
    vias_per_cell 4.310 \
    grt_pass1_wl_um 18960 \
    power_density_nw_per_um2 30.01 \
    untimed_endpoints 98 \
    regMostFlops "result" \
    dp_hpwl_um 9139 \
    die_area_sq_um 16080 \
    final_max_slew_viol_count 0 \
    placement.io_buffers 107 \
    layout.area.comb_sq_um 3226 \
    switching_power_mw 0.08933 \
    drive_gt1_share_pct 15.15 \
    slew_headroom_pct 51.65 \
    finalCriticalPeriod_ns 23.82 \
    n_antenna_cell 0 \
    unclocked_pins 66 \
    maxCapViolations 0 \
    clockPowerShare_pct 0 \
    post_synth_num_cell_types 37 \
    fin_util_pct 41.62 \
    worstPathBufferInverterCount 2 \
    ys_cells 558 \
    routedWlPerCell_um 13.06 \
    critical_path.top_delay_family "adder cells" \
    report.power.total_mw 0.1899 \
    die_y_um 126.8 \
    tightest_slew_ns 0.7186 \
    ios 107 \
    status "finished, violations left" \
    antenna_found_initial 0 \
    setup_violations 2 \
    drt-initial-drc-count 122 \
    synthCells 558 \
    hold_viol_final 0 \
    synth-seq-cells 66 \
    firstDrtPassIters 4 \
    crit_slowest_cell "clkdlybuf4s50_1" \
    timing.final.ws_setup_ns -4.319 \
    hold_path_class "primary input to output pin" \
    grt_pass1_vias 3874 \
    initCoreUtil_pct 30.74 \
    syn_area_per_cell_sq_um 8.375 \
    combPwrFrac_pct 84.4 \
    period_used_pct 122.1 \
    syn2layout_area_growth_pct 35.39 \
    register_area_sq_um 991.0 \
    switching_share_pct 47.05 \
    pre_cts_slack_ns -4.954 \
    crit_type "primary input to output pin" \
    synth_area_sq_um 4673 \
    seq_power_share_pct 15.6 \
    placementRows 45 \
    critPathMaxStageDelay_ns 0.45 \
    grt_usage_pct 14.96 \
    cp_max_fo 4 \
    max_freq_mhz 41.98 \
    cpMostUsedCell "fa_2" \
    n_fill_cell 1460 \
    vias 3741 \
    design_area_sq_um 6327 \
    rsz0062_at_grt "true" \
    whs_ns 8.617 \
    place_area_sq_um 6255 \
    yosys_warnings 96 \
    endpoint_kind "output pin" \
    tool_warnings 97 \
    cp.arrival_ns 19.92 \
    p_leak_nw 3.179 \
    grt_max_degree 62 \
    gp_congestion 0.8645 \
    design.core.area_sq_um 15200 \
    die_w_um 126.8 \
    drc_errors 0 \
]
==> logic make-up after synthesis <==
logic type      share of synthesized area (%)
buf+inv                                 13.87
compound gates                          13.47
fa+ha+maj                               30.42
simple gates                            8.621
latches                                 21.20
xor+xnor                                12.18
mux                                    0.2409
==> stage by stage <==
step | instances | TNS (ns)
3_5_place_dp | 865 | -9.819
3_3_place_gp | 865 | -9.758
2_1_floorplan | 558 | -7.152
4_1_cts | 868 | -8.653
5_1_grt | 868 | -9.924
6_report | 868 | -8.555
==> cell usage in the layout (no fill, tap or decap), types with 21 or more instances in the layout <==
| cell type | instances |
|---|---|
| a21o_1 | 21 |
| a21oi_1 | 35 |
| a22oi_1 | 30 |
| buf_4 | 43 |
| clkdlybuf4s50_1 | 99 |
| dlxtp_1 | 64 |
| fa_2 | 31 |
| ha_1 | 61 |
| inv_1 | 123 |
| nor2_1 | 37 |
| xor2_1 | 61 |
==> worst min-delay path: stages <==
cell and delay (ns):
buf_6 0.09, buf_4 0.12, nand3_1 0.05, and3b_1 0.16, clkdlybuf4s50_1 0.39
==> power by group through the flow <==
stage | Clock [mW] | Sequential (mW) | Combinational (mW)
5_1_grt | 0 | 0.0313 | 0.185
6_report | 0 | 0.0297 | 0.160
4_1_cts | 0 | 0.0300 | 0.161
==> cells in the mapped netlist (all sizes together) <==
cell	n	area, sq um
clkbuf	13	48.80
or3	1	6.260
a221oi	1	8.760
xnor2	3	26.28
or2	1	6.260
and3	1	6.260
o21ai	4	20.02
nand3	2	10.01
nor2b	2	12.51
o32a	1	10.01
nand2b	2	12.51
a22oi	30	225.2
and2	1	6.260
nor4b	1	8.760
a21oi	39	195.2
xor2	62	543.0
nor4	14	87.58
nor2	44	181.4
a21o	21	157.7
o22ai	1	6.260
nand2	4	17.52
ha	64	800.8
nor3	1	5.000
dlxtp	64	960.9
mux2	1	11.26
inv	125	469.2
and3b	1	8.760
fa	31	620.6
buf	15	130.1
or3b	1	8.760
a31oi	1	6.260
dlxtn	2	30.03
nand4	4	25.02
==> layout make-up <==
cell class                      instances  share of cell area [%]
Inverter                              125                   7.613
Timing Repair Buffer                  150                   22.03
Sequential cell                        66                   15.66
Multi-Input combinational cell        339                   50.98
Tap cell                              188                   3.718
==> per-layer routing <==
metal | part of all wire [%] | global-route usage, % | routed length (um)
met5 | 0 | 0 | 0
met4 | 0.41 | 0.7703 | 46
met1 | 47 | 21.14 | 5362
met3 | 3.3 | 1.203 | 374
met2 | 49 | 26.60 | 5557
==> what timing repair did <==
| item | CTS | global route |
|---|---|---|
| pin swaps | 14 | 2 |
| endpoints found under the hold margin | 0 | 0 |
| buffers inserted | 4 | 0 |
| endpoints found under the setup margin | 2 | 2 |
| resized | 22 | 10 |
| hold buffers | 0 | 0 |
==> path summary, 6_finish.rpt <==
path | cells after the start | startpoint | to
worst max-delay path | 75 | ALU_control[0] | overflow
worst min-delay path | 5 | ALU_control[1] | overflow
Power is estimated from default activity; no workload was simulated.
